## /design/flow/design.v

```verilog
`timescale 1ns / 1ps
module CU_DCDR(
    input logic [6:0] OPCode,
    input logic [2:0] funct3,
    input logic IR30,
    input logic int_taken,
    input logic br_eq,
    input logic br_lt,
    input logic br_ltu,
    output logic [3:0] ALU_FUN,
    output logic [1:0] srcA_SEL,
    output logic [2:0] srcB_SEL,
    output logic [2:0] PC_SEL,
    output logic [1:0] RF_SEL
    );
    always_comb begin
        ALU_FUN = 0;
        srcA_SEL = 0;
        srcB_SEL = 0;
        PC_SEL = 0;
        RF_SEL = 0;
        case (OPCode)
            7'b0110011:                     
                begin
                RF_SEL = 2'b11;
                srcA_SEL = 0;
                srcB_SEL = 0;
                PC_SEL = 0;
                        case (funct3)
                            3'b000:                  
                                begin
                                case (IR30)
                                    0:                   
                                        ALU_FUN = 4'b0000;
                                    1:
                                        ALU_FUN = 4'b1000;
                                    default:
                                        begin
                                        end
                                    endcase
                                end
                            3'b111:                  
                                 begin
                                ALU_FUN = 4'b0111;
                                end
                            3'b110:                  
                                begin
                                ALU_FUN = 4'b0110;
                                end
                            3'b001:                  
                                begin
                                ALU_FUN = 4'b0001;
                                end
                            3'b010:                  
                                begin
                                ALU_FUN = 4'b0010;
                                end
                            3'b011:                  
                                begin
                                ALU_FUN = 4'b0011;
                                end
                            3'b101:                  
                                begin
                                case (IR30)
                                    0:                   
                                        begin
                                        ALU_FUN = 4'b0101;
                                        end
                                    1:                   
                                        begin
                                        ALU_FUN = 4'b1101;
                                        end
                                     default:
                                        begin
                                        end
                                    endcase
                                end
                            3'b100:                  
                                begin
                                ALU_FUN = 4'b0100;
                                end
                            default:
                                begin
                                end
                            endcase
                end
            7'b0010011:                     
                begin
                RF_SEL = 2'b11;
                srcA_SEL = 2'b0;
                srcB_SEL = 3'b1; 
                case (funct3)
                    3'b000:                  
                        begin
                        ALU_FUN = 4'b0000;
                        end
                    3'b111:                  
                         begin
                        ALU_FUN = 4'b0111;
                        end
                    3'b110:                  
                        begin
                        ALU_FUN = 4'b0110;
                        end
                    3'b001:                  
                        begin
                        ALU_FUN = 4'b0001;
                        end
                    3'b010:                  
                        begin
                        ALU_FUN = 4'b0010;
                        end
                    3'b011:                  
                        begin
                        ALU_FUN = 4'b0011;
                        end
                    3'b101:                  
                        begin
                        case (IR30)
                            0:                   
                                begin
                                ALU_FUN = 4'b0101;
                                end
                            1:                   
                                begin
                                ALU_FUN = 4'b1101;
                                end
                             default:
                                begin
                                end
                            endcase
                        end
                    3'b100:                  
                        begin
                        ALU_FUN = 4'b0100;
                        end
                    default:
                        begin
                        end
                    endcase
                end
            7'b0100011:                     
                begin
                ALU_FUN = 4'b0000;
                srcA_SEL = 2'b0;
                srcB_SEL = 3'b010;
                RF_SEL = 2'b0;
                PC_SEL = 3'b0;
                case (funct3)
                    3'b000:                  
                        begin
                        end
                    3'b001:                  
                        begin
                        end
                    3'b010:                  
                        begin
                        end
                    default:
                        begin
                        end
                endcase
                end
            7'b1100011:                     
                begin
                ALU_FUN = 4'b0;
                srcA_SEL = 2'b0;
                srcB_SEL = 3'b0;
                RF_SEL = 2'b0;
                case (funct3)
                    3'b000:                  
                        begin
                        if (br_eq)
                            PC_SEL = 3'b010;
                        else
                            begin
                            end
                        end
                    3'b101:                  
                        begin
                        if (br_eq | !br_lt)
                            PC_SEL = 3'b010;
                        else
                            begin
                            end
                        end
                    3'b111:                  
                        begin
                        if (br_eq | !br_ltu)
                            PC_SEL = 3'b010;
                        else
                            begin
                            end
                        end
                    3'b100:                  
                        begin
                        if (br_lt)
                            PC_SEL = 3'b010;
                        else
                            begin
                            end
                        end
                    3'b110:                  
                        begin
                        if (br_ltu)
                            PC_SEL = 3'b010;
                        else
                            begin
                            end
                        end
                    3'b001:                  
                        begin
                        if (br_eq == 0)
                            PC_SEL = 3'b010;
                        else
                            PC_SEL = 3'b000;
                        end
                    default:
                        begin
                        end
                    endcase 
                end
            7'b0110111:                     
                begin
                srcA_SEL = 1;
                srcB_SEL = 0;
                ALU_FUN = 4'b1001;
                RF_SEL = 4'b11;
                end
            7'b0010111:                     
                begin
                ALU_FUN = 4'b0000;
                srcA_SEL = 2'b1;
                srcB_SEL = 3'b011;
                RF_SEL = 2'b11;
                PC_SEL = 3'b0;
                end
            7'b1101111:                     
                begin
                ALU_FUN = 0;
                srcA_SEL = 0;
                srcB_SEL = 0;
                PC_SEL = 3'b011;
                RF_SEL = 0;
                end
            7'b1100111:                      
                begin
                ALU_FUN = 4'b0000;
                srcA_SEL = 0;
                srcB_SEL = 0;
                PC_SEL = 3'b001;
                RF_SEL = 2'b0;
                end
            7'b1110011:                     
                begin
                case (funct3)
                    3'b000:                  
                        begin
                        PC_SEL = 3'b101;
                        srcA_SEL = 0;
                        ALU_FUN = 4'b1001;
                        end
                    3'b001:                  
                        begin
                        PC_SEL = 3'b0;
                        ALU_FUN = 4'b1001;
                        srcA_SEL = 2'b0;
                        RF_SEL = 2'b01;
                        end
                    3'b010:                  
                        begin
                        PC_SEL = 3'b0;
                        ALU_FUN = 4'b0110;
                        srcA_SEL = 2'b0;
                        srcB_SEL = 3'b100;
                        RF_SEL = 2'b01;
                        end
                    3'b011:                  
                        begin
                        srcA_SEL = 2'b10;
                        srcB_SEL = 3'b100;
                        ALU_FUN = 4'b0111;
                        PC_SEL = 3'b0;
                        RF_SEL = 2'b01;
                        end
                    default:
                        begin
                        ALU_FUN = 0;
                        srcA_SEL = 0;
                        srcB_SEL = 0;
                        PC_SEL = 0;
                        RF_SEL = 0;
                        end
                endcase
                end
            7'b0000011:                     
                begin
                ALU_FUN = 4'b0000;
                srcA_SEL = 2'b0;
                srcB_SEL = 3'b001;
                RF_SEL = 2'b10;
                case (funct3)
                    3'b000:                  
                        begin
                        end
                    3'b100:                  
                        begin
                        end
                    3'b001:                  
                        begin
                        end
                    3'b101:                  
                        begin
                        end
                    3'b010:                  
                        begin
                        end
                    default:
                        begin
                        end
                    endcase
    end
            default:
                begin
                ALU_FUN = 0;
                srcA_SEL = 0;
                srcB_SEL = 0;
                PC_SEL = 0;
                RF_SEL = 0;
                end
    endcase
        if (int_taken == 1) begin
        PC_SEL = 3'b100;
        end
    end
endmodule
```

## /design/flow/run.sh

```bash
#!/bin/bash
# OpenROAD 26Q1-2900-gdf79404cd8, Yosys 0.63+post, stock flow scripts
make -C /OpenROAD-flow-scripts/flow DESIGN_CONFIG=/design/flow/config.mk WORK_HOME=/design/flow/orfs finish
```

## /design/flow/config.mk

```make
export PLATFORM = sky130hd
export DESIGN_NAME = CU_DCDR
export DESIGN_NICKNAME = CU_DCDR
export VERILOG_FILES = /design/flow/design.v
export SDC_FILE = /design/flow/constraint.sdc
export NUM_CORES = 4
export LEC_CHECK = 1
export CORE_AREA = 10 10 70 70
export DIE_AREA = 0 0 80 80
```

## /design/flow/constraint.sdc

```tcl
current_design CU_DCDR

set clk_period 1.9
set clk_io_pct 0.2

create_clock -name clk0 -period $clk_period

set non_clock_inputs [all_inputs -no_clocks]
set_input_delay [expr $clk_period * $clk_io_pct] -clock clk0 $non_clock_inputs
set_output_delay [expr $clk_period * $clk_io_pct] -clock clk0 [all_outputs]
```

==> run_summary.xml <==
<?xml version="1.0" encoding="UTF-8"?>
<metrics>
  <group name="finish">
    <metric name="seqCellArea" unit="sq um">0</metric>
    <metric name="area.growth.synth_to_final" unit="%">148</metric>
    <metric name="most-common-layout-cells" unit="">buf_4 (15), dlygate4sd2_1 (8), buf_6 (7)</metric>
    <metric name="clk_buffers" unit="">0</metric>
    <metric name="finish.instance_area" unit="sq um">942</metric>
    <metric name="seq_cells" unit="">0</metric>
    <metric name="area.combinational" unit="sq um">457</metric>
    <metric name="drive_gt1_share" unit="%">54.0</metric>
    <metric name="mostFrequentLayoutCell" unit="">buf_4</metric>
    <metric name="fillCellCount" unit="">358</metric>
  </group>
  <group name="setup_path">
    <metric name="critical_path_class" unit="">in -&gt; out</metric>
    <metric name="critPathLaunchType" unit="">input port</metric>
    <metric name="worstPathCellList" unit="">buf_2 -&gt; nand2_4 -&gt; or3_4 -&gt; nor2_2 -&gt; clkdlybuf4s50_1</metric>
    <metric name="critPathMaxStageDelay" unit="ns">0.47</metric>
    <metric name="worst-endpoint-required" unit="ns">1.52</metric>
    <metric name="critPathArrivalTime" unit="ns">1.47</metric>
    <metric name="worstPathMaxFanout" unit="">3</metric>
    <metric name="slowest_stage" unit="">clkdlybuf4s50_1</metric>
    <metric name="cp-end-kind" unit="">output pin</metric>
  </group>
  <group name="synth">
    <metric name="netlist_area" unit="sq um">380</metric>
    <metric name="synth-warning-count" unit="">1</metric>
    <metric name="yosysUniqueCellTypes" unit="">30</metric>
    <metric name="area_of_the_synthesized_netlist_per_yosys_stat" unit="sq um">380</metric>
    <metric name="synth_sequential_area_ratio" unit="%">0</metric>
    <metric name="syn_area_per_cell" unit="sq um">7.04</metric>
    <metric name="synthesis.instances" unit="">54</metric>
    <metric name="yosys_cell_count" unit="">54</metric>
  </group>
  <group name="drt">
    <metric name="antenna_left" unit="">0</metric>
    <metric name="detail_route.drc_violations" unit="">0</metric>
    <metric name="post_drt_wl_per_cell" unit="um">12.4</metric>
    <metric name="antennaDiodeCount" unit="">0</metric>
    <metric name="route.final.wire_length" unit="um">1820</metric>
    <metric name="drt_pre_antenna_iters" unit="">4</metric>
    <metric name="total_via_count_after_detailed_routing" unit="">564</metric>
    <metric name="viasPerCell" unit="">3.86</metric>
    <metric name="dr.first_iter.drc_count" unit="">47</metric>
  </group>
  <group name="place">
    <metric name="gpl.final_weighted_congestion" unit="">0.730</metric>
    <metric name="post-place-ws" unit="ns">-0.669</metric>
    <metric name="port-buffer-count" unit="">29</metric>
    <metric name="post_dp_cell_area" unit="sq um">805</metric>
    <metric name="post-dp-hpwl" unit="um">1440</metric>
  </group>
  <group name="global_route">
    <metric name="antenna_found_initial" unit="">0</metric>
    <metric name="grt_use_total" unit="%">5.26</metric>
    <metric name="grt_pass1_vias" unit="">604</metric>
    <metric name="wire_length_of_the_first_global_routing_pass" unit="um">2850</metric>
    <metric name="global_route_congestion_overflow_total" unit="">0</metric>
    <metric name="grt_max_degree" unit="">8</metric>
  </group>
  <group name="final_timing">
    <metric name="final-max-slew-violation-count" unit="">0</metric>
    <metric name="timing_hold_violations_final" unit="">0</metric>
    <metric name="timing.final.crit_period" unit="ns">1.85</metric>
    <metric name="tightest_slew" unit="ns">0.259</metric>
    <metric name="slew_headroom" unit="%">82.7</metric>
    <metric name="post-route-period-util" unit="%">97.5</metric>
    <metric name="finalSetupViolCount" unit="">0</metric>
    <metric name="worst_slack" unit="ns">0.0482</metric>
    <metric name="fmax" unit="MHz">540</metric>
  </group>
  <group name="die">
    <metric name="dieWidth" unit="um">80</metric>
    <metric name="die-height" unit="um">80</metric>
    <metric name="core_area" unit="sq um">3420</metric>
    <metric name="row_count" unit="">21</metric>
    <metric name="boundaryPins" unit="">29</metric>
    <metric name="floorplan.die_area" unit="sq um">6400</metric>
    <metric name="floorplanUtilization" unit="%">11.1</metric>
  </group>
  <group name="power">
    <metric name="power_leakage" unit="nW">0.491</metric>
    <metric name="power_per_cell_area" unit="nW/um^2">142</metric>
    <metric name="ir_worst_vdd" unit="V">0.0000265</metric>
  </group>
  <group name="job">
    <metric name="warnings" unit="">33</metric>
    <metric name="cap_violations" unit="">0</metric>
  </group>
  <group name="outcome">
    <metric name="outcome" unit="">completed</metric>
  </group>
  <group name="min_path">
    <metric name="timing.hold.worst.class" unit="">in -&gt; out</metric>
  </group>
</metrics>
==> metrics by stage <==
| step | power (mW) | instances | TNS, ns | hold slack, ns | utilization (%) |
|---|---|---|---|---|---|
| floorplan | 0.0405 | 54 | 0 | 0.771 | - |
| global placement | 0.111 | 141 | -8.01 | 1.80 | 23.6 |
| detailed placement | 0.112 | 141 | -8.09 | 1.81 | 23.6 |
| CTS | 0.122 | 143 | -0.0751 | 1.23 | 25.6 |
| global route | 0.145 | 146 | -0.00398 | 1.23 | 27.6 |
| finish | 0.134 | 146 | 0 | 1.20 | 27.6 |
==> where the power goes <==
part | total, mW | internal (mW) | switching, mW
registers | 0 | 0 | 0
logic | 0.134 | 0.0760 | 0.0580
clock network | 0 | 0 | 0
==> cells in the mapped netlist (2+ instances only) <==
cell type,instances,area share [%]
nor2_1,8,7.9
o22ai_1,2,3.3
nand2b_1,4,6.6
nand2_1,7,6.9
nor4b_2,2,7.9
o21a_1,2,3.9
and2_1,2,3.3
buf_6,2,5.9
a21oi_1,4,5.3
==> repair_timing <==
action	in CTS	in global routing
hold buffers	0	0
resized	77	24
pin swaps	20	13
setup endpoints to repair	14	7
buffers inserted	4	3
==> logic make-up (layout without fill, tap and decap cells) <==
| group | after synthesis | after routing | synth area share, % |
|---|---|---|---|
| simple gates | 34 | 34 | 59.5 |
| buf+inv | 4 | 50 | 10.5 |
| compound gates | 15 | 15 | 27.3 |
| mux | 1 | 1 | 2.63 |
==> critical path, delay by kind of cell <==
family,cells,cell delay (ns)
and+or+nand+nor,3,0.50
buffers and inverters,2,0.60
==> area by class of cell <==
type | count | area share (%)
inverters | 1 | 0.398
multi-input cells | 50 | 48.5
well taps | 46 | 6.11
repair buffers | 49 | 45.0
==> metal layers <==
metal  track usage (%)  vias to the layer above  share of wire, %
met1              6.66                      261                41
met3              1.25                        0               7.8
li1                  -                      292                 -
met4                 0                        0                 0
met2              9.31                       11                51
met5                 0                        -                 0
==> final timing paths <==
check	from	end	slack [ns]	depth (start not counted)
hold / removal	OPCode[3]	srcA_SEL[0]	1.20	4
setup / recovery	OPCode[1]	srcB_SEL[1]	0.05	5
Power and IR drop assume default switching activity.
