<file path="./run.sh">
#!/bin/bash
# OpenROAD 26Q1-2900-gdf79404cd8, Yosys 0.63+post, stock flow scripts
make -C /OpenROAD-flow-scripts/flow DESIGN_CONFIG=/design/flow/config.mk WORK_HOME=/design/flow/orfs finish
</file>
<file path="./config.mk">
export PLATFORM = sky130hd
export DESIGN_NAME = BRANCH_COND_GEN
export DESIGN_NICKNAME = BRANCH_COND_GEN
export VERILOG_FILES = /design/flow/design.v
export SDC_FILE = /design/flow/constraint.sdc
export NUM_CORES = 4
export LEC_CHECK = 1
export CORE_AREA = 10 10 93 93
export DIE_AREA = 0 0 103 103
</file>
<file path="./constraint.sdc">
current_design BRANCH_COND_GEN

set clk_period 5.4
set clk_io_pct 0.2

create_clock -name clk0 -period $clk_period

set non_clock_inputs [all_inputs -no_clocks]
set_input_delay [expr $clk_period * $clk_io_pct] -clock clk0 $non_clock_inputs
set_output_delay [expr $clk_period * $clk_io_pct] -clock clk0 [all_outputs]
</file>
<file path="./design.v">
`timescale 1ns / 1ps
module BRANCH_COND_GEN(
    input logic [31:0] rs1,
    input logic [31:0] rs2,
    output logic br_eq,
    output logic br_lt,
    output logic br_ltu
    );
    always_comb begin
    if (rs1 == rs2) 
        br_eq = 1;  
    else
        br_eq = 0;
    if ($signed(rs1) < $signed(rs2))
        br_lt = 1;
    else
        br_lt = 0;
    if (rs1 < rs2)
        br_ltu = 1;
    else 
        br_ltu = 0;
    end
endmodule
</file>
==> results.py <==
# Physical implementation metrics
metrics = {
    "timing": {
        "drv_slew": 0,
        "fin_crit_sh_pct": 86.6,
        "setup_tns_ps": 0,
        "finalSetupViolCount": 0,
        "worstMarginPinSlew_ps": 512,
        "rsz0062_at_grt": "false",
        "hold_viol": 0,
        "fin_crit_ps": 4680,
        "slew_headroom_pct": 65.6,
        "max_freq_ghz": 0.214,
    },
    "detailed_routing": {
        "drt_first_pass_iters": 3,
        "antenna_cells": 0,
        "wl_per_cell_um": 10.4,
        "drcViolationCount": 0,
        "totalWireLength_mm": 2.73,
        "routed-via-count": 954,
        "drt_iter0_drc": 6,
        "viasPerCell": 3.64,
        "ant_nets": 0,
    },
    "global_routing": {
        "overflow": 0,
        "grt_antenna_before_repair": 0,
        "grt_pass1_vias": 1057,
        "grt_pass1_wl_mm": 4.48,
        "grt_start_max_net_pins": 5,
        "gr-usage-all-layers_pct": 5.08,
    },
    "critical_path": {
        "cp_num_buf_inv": 3,
        "startpoint_type": "input port",
        "cp_num_cells": 9,
        "critPathCaptureType": "primary output",
        "path_common_cell": "clkdlybuf4s50_1",
        "path_delay_family": "simple AND/OR/NAND/NOR gates",
        "crit_required_ps": 4320,
        "crit_path_top_delay_cell": "nor4_1",
        "crit_chain": "clkdlybuf4s50_1 > inv_1 > ha_1 > and4_1 > nand4_1 > nor4_1 > o31a_1 > nor3_1 > clkdlybuf4s50_1",
        "max_stage_delay_ps": 520,
        "path_max_fanout": 4,
        "setup.worst_path.class": "input port to primary output",
        "critPathArrivalTime_ps": 3600,
    },
    "cells_and_area": {
        "design.seq.count": 0,
        "final-comb-area_sq_um": 697,
        "flop_area_sq_um": 0,
        "final_core_util_pct": 23.6,
        "syn_to_final_growth_pct": 93.9,
        "fillerInstances": 733,
        "layout-drive-gt1-share_pct": 1.65,
        "clock_buffers": 0,
    },
    "placed_design": {
        "numPortBuffers": 67,
        "dp_hpwl_mm": 2.65,
        "finalWeightedCongestion": 0.742,
    },
    "die": {
        "boundaryPins": 67,
        "fp.coreArea_sq_um": 6760,
        "fp_util_pct": 12.1,
        "fp.dieH_um": 103,
        "fp.dieArea_sq_um": 10600,
        "fp.dieW_um": 103,
        "row_count": 30,
    },
    "cts": {
        "post-cts-setup-buffers": 0,
        "cts_resized": 0,
        "cts-hold-fix-buffers": 0,
    },
    "synthesis": {
        "xor_area_share_pct": 0,
        "netlist_instances": 115,
        "most_common_cell": "inv_1",
        "synth_area_per_cell_sq_um": 7.14,
        "aoi_share_pct": 16.8,
        "synth.area.top_cells": "ha_1 49%, inv_1 15%, a21oi_1 6.1%",
        "synth_cell_type_count": 20,
        "synth_top_cell_by_area": "ha_1",
        "synth_area_sq_um": 821,
        "postSynthSeqShare_pct": 0,
        "topCombFamilyByArea": "adder cells",
        "adder_share_pct": 48.8,
        "muxShareOfSynthArea_pct": 0,
        "common_cells": "33 x inv_1, 32 x ha_1, 10 x a21oi_1",
        "ys_sh_simple_pct": 19.4,
        "yosys.area.top_type_share_pct": 48.8,
        "yosysChipArea_sq_um": 821,
        "synth_warnings": 1,
        "ys_cells": 115,
    },
    "hold_path": {
        "hold_path_class": "input port to primary output",
        "hold_depth": 6,
    },
    "power": {
        "power_leakage_nw": 0.791,
        "ir_worst_vdd_mv": 0.0219,
        "power.density_nw_per_um2": 65.1,
    },
    "status": {
        "status": "complete, no violations",
    },
    "run": {
        "max-cap-violations": 0,
        "tool_warnings": 32,
    },
}
## placed cells by master, fill, tap and decap left out, drive strengths merged, types with 2 or more instances in the layout
cell	synthesis	routed
inv	33	33
a221o	3	3
a21o	2	2
o21ai	2	2
and2	2	2
nand2	8	8
ha	32	32
nor4	3	3
clkdlybuf4s50	0	67
nand4	5	5
nor2	4	4
a21oi	10	10
nand3	4	4
## cell families (layout without fill, tap and decap cells)
kind of cell,after synthesis,in the layout
adder cells (fa/ha/maj),32,32
AND/OR/NAND/NOR,29,29
buffers and inverters,33,100
AND-OR/OR-AND,21,21
## report_power, final
part / switching (W) / internal [W]
Combinational: 0.0000345 / 0.0000691
Clock: 0 / 0
Sequential: 0 / 0
Total: 0.0000345 / 0.0000691
## path summary, 6_finish.rpt
path	from	endpoint	slack (ps)
max	rs2[31]	br_ltu	720
min	rs2[2]	br_eq	3330
## worst min-delay path, stage by stage
cell and delay (ps):
clkdlybuf4s50_1 400, inv_1 50, ha_1 220, nand4_1 60, nor2_1 30, clkdlybuf4s50_1 400
## routing by layer
| layer | part of all wire, % | vias to the layer above | routed length, um | GRT usage [%] |
|---|---|---|---|---|
| li1 | - | 533 | - | - |
| met1 | 44 | 383 | 1200 | 6.32 |
| met2 | 44 | 38 | 1190 | 8.68 |
| met3 | 13 | 0 | 341 | 1.90 |
| met4 | 0 | 0 | 0 | 0 |
| met5 | 0 | - | 0 | 0 |
## per-stage QoR
step	area [sq um]	worst slack (ps)	instances	power (W)	hold slack, ps
detailed placement	1590	593	262	0.000105	3360
CTS	1590	586	262	0.000105	3360
finish	1590	724	262	0.000104	3330
global route	1590	500	262	0.000119	3390
global placement	1590	582	262	0.000104	3360
floorplan	821	1800	115	0.0000433	2380
## cell type report
class                      count  share of cell area, %
multi-input combinational     82                   43.8
timing repair buffer          67                   42.1
tap                           80                   6.29
inverter                      33                   7.78
Power figures rest on the tool's default switching activity, not on a simulated workload.
